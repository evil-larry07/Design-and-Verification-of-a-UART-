--- flow/run.sh ---
#!/bin/bash
# OpenROAD 26Q1-2900-gdf79404cd8, Yosys 0.63+post, stock flow scripts
make -C /OpenROAD-flow-scripts/flow DESIGN_CONFIG=/design/flow/config.mk WORK_HOME=/design/flow/orfs finish
--- flow/config.mk ---
export PLATFORM = sky130hd
export DESIGN_NAME = FSMRX
export DESIGN_NICKNAME = FSMRX
export VERILOG_FILES = /design/flow/design.v
export SDC_FILE = /design/flow/constraint.sdc
export NUM_CORES = 4
export LEC_CHECK = 1
export CORE_AREA = 10 10 91 91
export DIE_AREA = 0 0 101 101
--- flow/constraint.sdc ---
current_design FSMRX

set clk_period 3.2
set clk_io_pct 0.2

create_clock -name clk0 -period $clk_period [get_ports {clk}]

set non_clock_inputs [all_inputs -no_clocks]
set_input_delay [expr $clk_period * $clk_io_pct] -clock clk0 $non_clock_inputs
set_output_delay [expr $clk_period * $clk_io_pct] -clock clk0 [all_outputs]
--- flow/design.v ---
module DFF2rx(
    input D,
    input clk,
    output reg Q
);
    always @(posedge clk)
        begin
            Q <= D;
        end
endmodule
module FSMRX(
    input clk,
    input rx,
    output reg Done,
    output [7:0] dataout,
    output tick
);
    wire a, b, c, d, e, f, g, h;
    assign dataout = {h, g, f, e, d, c, b, a };   
    reg [2:0] state = 0;
    reg [2:0] bit_cnt = 0;
    parameter IDLE = 0, START = 1, DATA = 2, STOP = 3, DONE_STATE = 4;
    BaudGen baudgen(.clk(clk), .tick(tick));
    SIPO sipo(.clk(tick), .data_in(rx), .a(a), .b(b), .c(c), .d(d), .e(e), .f(f), .g(g), .h(h));
    always @(posedge clk) 
        begin
            case (state)
                IDLE: 
                    begin
                        Done <= 0;
                        bit_cnt <= 0;
                        if (rx == 0) 
                            begin
                                state <= START;
                            end
                    end
                START: 
                    begin
                        if (tick) 
                            begin 
                                state <= DATA;   
                            end
                    end
                DATA: 
                    begin
                        if (tick) 
                            begin
                                if (bit_cnt == 7) 
                                    begin
                                        state <= STOP;
                                    end
                                else 
                                    begin
                                        bit_cnt <= bit_cnt + 1;
                                    end     
                            end
                    end
                STOP: 
                    begin
                        if (tick) 
                            begin
                                state <= DONE_STATE;
                            end
                    end
                DONE_STATE: 
                    begin
                        Done <= 1;
                        state <= IDLE;
                    end
            endcase
        end
endmodule
module BaudGen(
    input clk,
    output reg tick
);
    reg [4:0] count = 0;                        
    always @(posedge clk) 
    begin                   
        if(count >= 19)                         
            begin
                count <= 0;
                tick <= 1;
            end 
        else 
            begin
                count <= count + 1;
                tick <= 0;
            end
    end
endmodule
module SIPO(
    input clk,           
    input data_in,
    output a, b, c, d, e, f, g, h
);
    wire t1, t2, t3, t4, t5, t6, t7, t8;
    DFF2rx instance1(.D(data_in), .clk(clk), .Q(t1));
    DFF2rx instance2(.D(t1),.clk(clk), .Q(t2));
    DFF2rx instance3(.D(t2),.clk(clk), .Q(t3));
    DFF2rx instance4(.D(t3),.clk(clk), .Q(t4));
    DFF2rx instance5(.D(t4),.clk(clk), .Q(t5));
    DFF2rx instance6(.D(t5),.clk(clk), .Q(t6));
    DFF2rx instance7(.D(t6),.clk(clk), .Q(t7));
    DFF2rx instance8(.D(t7),.clk(clk), .Q(t8));
    assign h = t2; 
    assign g = t3; 
    assign f = t4; 
    assign e = t5;
    assign d = t6; 
    assign c = t7; 
    assign b = t8; 
    assign a = t1;
endmodule
==> Changelog: implementation <==
## Flow update

- Final Critical Period: 1.903 ns
- Detailed Route Iter0 Violations: 13
- Type of origin of the critical path: register
- Clock-pin slew reported for the worst setup and hold paths after clock tree synthesis: 0.05 ns
- Fraction of the core area occupied by cells at floorplan: roughly an eighth
- CTS H-tree lvls: 1
- Sequential area share after synthesis: about 62%
- Horizontal die dimension: 101 um
- Met1 Resource Use GR: 2.862%
- Num CTS Buffers: 3
- Setup slack of the worst register-to-register path: 1.53 ns
- Post-route standard cell area excluding fillers: approximately 1000 um2
- Areal power density over the cells: ~330 mW/mm2
- Required time of the critical path: between 2 and 3 ns
- Ordered cell list for the critical path: clkdlybuf4s50_1
- Vias after detailed routing: about 430
- Final clock skew: between 0.0005 and 0.0006 ns
- Routed WL per cell: roughly 7.9 um
- Register cell area after layout: 490.5 um2
- Worst-case headroom to the max-slew limit: a little over two thirds
- Overall global routing resource usage: 2.318%
- Count of endpoints without a timing constraint: 16
- Pin slew with the least headroom to its limit: 0.4375 ns
- Cell Area, Placed: about 930 um2
- Sum of negative setup slack: 0 ns
- Cell area after synthesis: roughly 800 um2
- Type of destination of the critical path: primary output
- Combined buffer and inverter count along the critical path: 1
- Max Cap Viol: 0
- Distinct cell type count after synthesis: 22
- Final Wtd Congestion: about 0.74
- Number of I/O port buffers: 11
- Average footprint of a synthesized cell: ~13 um2
- Standard-cell row count: 29
- CP delay by family, top: buffers and inverters
- Number of stages on the worst setup path: 1
- Area share of the leading cell type in the synthesized netlist: a little over a third
- Cells in synth_stat.txt: slightly above 60
- Final Routed Wirelength: 1152 um
- YS chip area: slightly below 800 um2
- Maximum clock frequency: 525.5 MHz
- Wire length of the first global-routing pass: ~1900 um
- Worst path slowest cell: clkdlybuf4s50_1
- Setup repair after global routing missed its margin: no
- Initial DRT Pass Iterations: 3
- Antenna cells: 0
- Die y size: just over 100 um
- Peak fanout along the critical path: 11
- Met2 global-route usage: around 3.8%
- Critical Path Sink: tick
- Antenna violation net count after detailed routing: 0
- Placeable core region: 0.006350 mm2
- Synth Warn #: 3
- MI comb area: approximately 230 um2
- Area growth, synth to finish: 23.81%
- Post-CTS Hold Buffers: 0
- Capturing point of the worst reg2reg path: bit_cnt[1]
- Post-layout util: 15.37%
- Final Max Tran Viols: 0
- Biggest area cells: dfxtp_1, edfxtp_1, buf_4
- Antenna violations before repair: 0
- Delay of the slowest cell on the worst path: approximately 0.53 ns
- Number of cells on the worst reg-to-reg path: 4
- CTS Root Cell: clkbuf_8
- Final clock period utilization by the worst path: roughly three fifths
- Tot Pwr: roughly 0.32 mW
- Via count of the first global-routing pass: 431
- Setup crit start: baudgen.tick
- Post-CTS Repair Setup Buffers: 0
- Status: complete, no violations
- Total die size: about 0.010 mm2
- Finished Layout Cells: ~150
- Via count normalized by instance count: 2.938
- Peak supply drop: ~0.23 mV
- TritonCTS clock tree: done
- Top cell type by total area after synthesis: dfxtp_1
- Type of the worst setup path: register to primary output
- Post-synth tally of flip-flops with integrated enable: 7
- Path type of the worst min-delay path: register to register
- Clock latency of the later-clocked register in the worst-skew pair: 0.23 ns
- Post-synthesis cell count: 62
- HPWL after detailed placement: between 900 and 1000 um
- Leading register cell type out of synthesis: dfxtp_1
- CTS resizes: 0
- Global-route congestion overflow total: 0
- Reported leakage power: around 0.36 nW
- Data arrival at the endpoint of the critical path: between 1 and 1.5 ns
- Buffer levels on the longest clock path: 2
- Total of endpoints with negative setup slack in the final report: 0
- Number of placed instances, taps included: about 140
- Ports: 12
- Count of state elements after synthesis: 21
- Number of failing hold endpoints at the final stage: 0
- Count of filler cells inserted in the layout: about 700
- Fraction of synthesis flops using an asynchronous set or reset pin: 0%
- Highest-utilization routing layer at the global route stage: met2
- Post-detailed-route DRC marker count: 0
- Largest net degree at the start of global routing: 12
- Stage-log warning count: 25
- Met3 usage: less than 1%
- Worst reg2reg startpoint: bit_cnt[0]
- Ratio of cells with drive above 1 in the final layout: roughly 6%
- Number of register pins that no clock reaches: 8
[metal layers]
metal  vias up  part of all wire, %
li1        223                    -
met1       194                   46
met2         7                   47
met3         2                  5.7
met4         0                  1.1
met5         -                    0
[worst reg2reg max path: cells and delay by family (launching register included)]
family | cells | cell delay [ns]
compound gates | 1 | 0.39
fa+ha+maj | 2 | 0.41
simple gates | 1 | 0.14
flops | 1 | 0.39
[Yosys cell counts (2+ instances only)]
master	n
edfxtp_1	7
xnor2_1	2
dfxtp_1	14
a21oi_1	2
and3_1	2
nand3_1	2
nor2_1	5
nand2b_1	3
mux2i_1	2
ha_1	3
buf_4	8
and2_1	2
[area by class of cell]
type	count	share of cell area [%]
clock buffers	4	4.615
multi-input cells	32	23.97
flip-flops and latches	21	50.26
well taps	77	9.872
repair buffers	11	11.28
[power breakdown]
group	total (mW)	leakage (nW)	internal, mW	switching, mW
registers	0.177	0.182	0.176	0.00108
logic	0.00408	0.151	0.00255	0.00153
clock network	0.141	0.0228	0.0876	0.0534
[stage by stage]
step	worst slack [ns]	hold WS (ns)
6_report	1.297	0.4716
4_1_cts	1.259	0.4775
3_5_place_dp	1.496	0.4661
3_3_place_gp	1.525	0.4619
2_1_floorplan	1.668	0.4366
5_1_grt	1.194	0.5094
[cell usage in the layout (no fill, tap or decap), types with 2 or more instances in the layout]
master,netlist,final
xnor2_1,2,2
clkbuf_8,0,3
edfxtp_1,7,7
nand3_1,2,2
dfxtp_1,14,14
nand2b_1,3,3
mux2i_1,2,2
ha_1,3,3
and3_1,2,2
clkdlybuf4s50_1,0,11
a21oi_1,2,2
nor2_1,5,5
and2_1,2,2
[cells by family (layout without fill, tap and decap cells)]
family,Yosys count,after routing,synth area share [%]
flip-flops,21,21,62.22
AND/OR/NAND/NOR,18,18,13.02
buffers and inverters,9,15,8.095
AND-OR/OR-AND,6,6,5.715
adder cells (fa/ha/maj),3,3,4.762
multiplexers,3,3,3.968
XOR/XNOR,2,2,2.223
[state kept, by name, indices dropped and copies added (netlist names)]
register,cells
sipo.instance7.Q,1
state,3
bit_cnt,3
sipo.instance5.Q,1
sipo.instance2.Q,1
baudgen.count,5
sipo.instance3.Q,1
sipo.instance6.Q,1
sipo.instance1.Q,1
sipo.instance8.Q,1
baudgen.tick,1
sipo.instance4.Q,1
Done,1
[worst min path at each step]
stage           startpoint                to  slack [ns]  cells after the start
4_1_cts   baudgen.count[0]  baudgen.count[0]        0.48                      1
5_1_grt   baudgen.count[0]  baudgen.count[0]        0.51                      1
6_report  baudgen.count[0]  baudgen.count[0]        0.47                      1
Power and IR drop assume default switching activity.
