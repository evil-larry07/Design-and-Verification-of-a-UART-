==> ./design.v <==
module FSMTX(
    input clk,
    input reset,                                         
    input [7:0] datain,
    output Done,
    output wire x,                                       
    output tick                                          
);
    reg tx, load;
    reg [3:0] bit_cnt;                                   
    reg [2:0] state, nstate;
    parameter IDLE = 0, LOAD = 1, DATA = 2, STOP = 3, DONE = 4, CLEANUP = 5;
    wire t20_internal;                                   
    BaudGen instance1(.clk(clk), .tick(tick));
    PISO instance2(.a(datain[7]), .b(datain[6]), .c(datain[5]), .d(datain[4]), .e(datain[3]), .f(datain[2]), .g(datain[1]), .h(datain[0]), .clk(tick), .load(load), .tx(tx), .t20(t20_internal));
    assign x = (tx == 1'b1) ? 1'b1 : t20_internal;       
    always @(*)
    begin
        case (state)
            IDLE:nstate = LOAD;
            LOAD:nstate = DATA;
            DATA:nstate = (bit_cnt == 8) ? STOP : DATA;
            STOP:nstate = DONE;
            DONE:nstate = CLEANUP;
            CLEANUP: nstate = IDLE;                      
            default: nstate = IDLE;
        endcase
    end
    always @(posedge tick or posedge reset) 
        begin
            if (reset) 
                begin                                        
                    state <= IDLE;
                    tx <= 1;
                    load <= 0;
                    bit_cnt <= 0;
                end 
            else 
                begin
                    state <= nstate;
                    case (state)
                        IDLE: 
                            begin
                                tx <= 1;
                                load <= 0;                   
                                bit_cnt <= 0;
                            end
                        LOAD: 
                            begin
                                tx <= 1;                     
                                load <= 1;                   
                            end
                        DATA: 
                            begin
                                tx <= 0;                     
                                load <= 0;
                                bit_cnt <= bit_cnt + 1;      
                            end
                        STOP: 
                            begin
                                tx <= 1;                     
                            end
                        DONE: 
                            begin
                                tx <= 1;                     
                            end
                        CLEANUP: 
                            begin                            
                                tx <= 1;
                                load <= 0;                  
                                bit_cnt <= 0;                
                            end
                    endcase
                end
        end
    assign Done = (state == DONE);                       
endmodule
module BaudGen(
    input clk,
    output reg tick
);
    reg [4:0] count = 0;                        
    always @(posedge clk) 
    begin                   
        if(count >= 19)                         
            begin
                count <= 0;
                tick <= 1;
            end 
        else 
            begin
                count <= count + 1;
                tick <= 0;
            end
    end
endmodule
module PISO(
    input a, b, c, d, e, f, g, h,
    input clk, load, tx,
    output reg t20
);
    reg [7:0] data;
    reg [2:0] count = 0;
    always @(posedge clk) 
    begin
        if (load) 
            begin
                data <= {a, b, c, d, e, f, g, h};        
                count <= 0;
            end 
        else if (~tx) 
            begin
                t20 <= data[count];                      
                count <= count + 1;
            end
        else 
            begin
                t20 <= 1'b0;   
            end
    end
endmodule
==> ./run.sh <==
#!/bin/bash
# OpenROAD 26Q1-2900-gdf79404cd8, Yosys 0.63+post, stock flow scripts
make -C /OpenROAD-flow-scripts/flow DESIGN_CONFIG=/design/flow/config.mk WORK_HOME=/design/flow/orfs finish
==> ./config.mk <==
export PLATFORM = sky130hd
export DESIGN_NAME = FSMTX
export DESIGN_NICKNAME = FSMTX
export VERILOG_FILES = /design/flow/design.v
export SDC_FILE = /design/flow/constraint.sdc
export NUM_CORES = 4
export LEC_CHECK = 1
export CORE_AREA = 10 10 91 91
export DIE_AREA = 0 0 101 101
==> ./constraint.sdc <==
current_design FSMTX

set clk_period 1.5
set clk_io_pct 0.2

create_clock -name clk0 -period $clk_period [get_ports {clk}]

set non_clock_inputs [all_inputs -no_clocks]
set_input_delay [expr $clk_period * $clk_io_pct] -clock clk0 $non_clock_inputs
set_output_delay [expr $clk_period * $clk_io_pct] -clock clk0 [all_outputs]
==> run notes <==
run metrics: status finished, final reports clean, Core Area about 0.0063 mm^2, CP Launch Type flop, Site Rows 29, skew final slightly below 0.0006 ns, clock buffer depth 2, chip area a little over 0.01 mm^2, area grow syn2layout 22.55%, clock root buffer clkbuf_8, pin count of the biggest net entering global routing 25, Yosys Chip Area around 0.0011 mm^2, TNS Setup 0 ns, DP Wirelength about 1300 um, Leakage ~0.00057 uW, Slew Limit Fails 0, Routed WL per cell roughly 9.7 um, Fin. Hold Viols 0, final WL roughly 1700 um, CP Cell Sequence clkdlybuf4s50_1, antenna violations before repair 0, Remaining DRCs 0, Least-Margin Pin Slew approximately 0.47 ns, Placement Cell Area approximately 0.0014 mm^2, Main synth FF type dfrtp_1, most common logic cells in the final layout nor2_1 (15), clkdlybuf4s50_1 (12), dfrtp_1 (10), dfxtp_1 (9), edfxtp_1 (9), final RePlAce weighted congestion 0.7699, CTS tree built, Final ANT Viol Nets 0, sw frac 16.33%, Crit-path slowest cell clkdlybuf4s50_1, Post-synth EDFFs 9, OpenROAD warnings 26, Syn Inst Count approximately 88, RSZ-0062 raised after global routing no, die width about 100 um, CTS-repair resized insts 0, grt ovf 0, I/O pins 13, clock network fraction of design power roughly 55%, final setup fails 0, CP bufs+invs 1, worst IR drop on VDD 276.2 uV, CTS buffer count 3, clk latency late pin between 0.2 and 0.25 ns, Fin Hold WS between 0.4 and 0.5 ns, Port Buffers 12, Clock transition at path regs about 0.030 ns, GRT Total Usage under 10%, number of unconstrained endpoints 35, combinational power share 6.9%, Hold WC Path Type reg2reg, share of post-route cells with drive strength above 1 between 7 and 8%, most frequent logic cell in the layout nor2_1, power per cell area roughly 310 mW/mm^2, CP Capture Type primary output, Placed Cells approximately 180, Async S/R FF share, synth between 40% and 50%, Tmin final around 1.3 ns, Yosys Instances roughly 88, register pins left without a clock 24, first-pass GRT wire length between 2000 and 3000 um, H-tree Lvls 1, fmax between 0.7 and 0.8 GHz, Mean Syn Cell Area 12.92 um^2, Setup Fix Bufs, Post-CTS 0, DRT Pass-1 Iters 4, design area around 0.0014 mm^2, arrival time worst endpoint about 1.0 ns, Yosys warnings 3, FP Util between 15 and 20%, internal power ~360 uW, Flops after synth 30, 1st-iter DRT viols 42, tally of non-filler cells in the final layout 179, delay-heaviest family, CP buffers and inverters, WS Path Type reg2out, count of max-cap constraint violations 0, Seq/Total Area, Yosys between 60% and 70%, CP max FO 2, DR vias/cell between 3 and 4, library cells used by synthesis 24, register share of total power 38.6%, # diodes 0, Largest stage delay, worst path around 0.46 ns, routed vias between 600 and 700, Worst slew margin ~69%, CP required between 1 and 1.5 ns, Synth Cell Area about 0.0011 mm^2, post-cts hold buffer count 0, crit share post-route between 80% and 90%, vias in the first global route around 640, Net Sw Power between 60 and 70 uW, Die Y approximately 100 um
-- synth_stat cells (all sizes together) (2+ instances only) --
| library cell | number | area (um^2) |
|---|---|---|
| inv | 6 | 22.52 |
| nor2b | 3 | 18.77 |
| ha | 4 | 50.05 |
| or2 | 2 | 12.51 |
| nor2 | 15 | 56.30 |
| xor2 | 5 | 43.79 |
| edfxtp | 9 | 270.3 |
| nor3 | 2 | 10.01 |
| dfrtp | 10 | 250.2 |
| dfxtp | 9 | 180.2 |
| nand3 | 2 | 10.01 |
| nand2 | 2 | 7.510 |
| dfstp | 2 | 52.55 |
| mux2i | 4 | 40.04 |
| xnor2 | 3 | 26.28 |
| a21o | 2 | 15.01 |
-- cells by family after synthesis --
kind of cell,Yosys count,synth area share (%)
AND/OR/NAND/NOR,28,11.33
adder cells (fa/ha/maj),4,4.401
flip-flops,30,66.23
buffers and inverters,8,2.749
AND-OR/OR-AND,5,3.300
XOR/XNOR,8,6.161
multiplexers,5,5.831
-- routing by layer --
layer,track usage [%],up-vias,share of wire [%],wire [um]
met2,4.865,13,41,716
met1,5.199,301,50,879
met4,0.5359,0,0.80,14
met3,1.802,2,7.7,134
met5,0,-,0,0
li1,-,323,-,-
-- sequential cells by signal (all words and copies together), names as in the netlist --
register	cells
tx	1
state	6
instance2.t20	1
load	1
instance1.count	5
instance1.tick	1
instance2.data	8
bit_cnt	4
instance2.count	3
-- path summary, 6_finish.rpt --
| check | start | endpoint | slack [ns] | depth (start not counted) |
|---|---|---|---|---|
| worst max-delay path | instance1.tick$_DFF_P_ | tick | 0.20 | 1 |
| worst min register to register | instance1.count[0]$_SDFF_PP0_ | instance1.count[0]$_SDFF_PP0_ | 0.47 | 1 |
| worst max register to register | instance1.count[0]$_SDFF_PP0_ | instance1.count[1]$_SDFF_PP0_ | 0.29 | 4 |
| worst min-delay path | instance1.count[0]$_SDFF_PP0_ | instance1.count[0]$_SDFF_PP0_ | 0.47 | 1 |
-- power by group through the flow --
stage,registers (uW),clock network (uW),logic (uW)
after CTS,164,239,30.7
after global routing,164,253,32.3
final,164,232,29.6
-- metrics by stage --
stage	setup WS (ns)	util, %	power [uW]
after CTS	0.1859	21.95	433.8
after detailed placement	0.3321	21.30	197.0
after global routing	0.1652	21.95	449.2
after floorplan	0.4116	-	171.7
final	0.1998	21.95	426.0
after global placement	0.3654	21.30	197.4
-- layout make-up --
cell class	instances	area, um^2
repair buffers	13	127.6
inverters	6	22.52
multi-input cells	50	352.8
clock buffers	3	41.29
well taps	77	96.34
flip-flops and latches	30	753.2
fillers	656	4956
Power is estimated from default activity; no workload was simulated.
